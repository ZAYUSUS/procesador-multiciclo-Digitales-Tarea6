### /design/flow/design.v
module PC_control (
    input logic PCwrite,
    input logic clk,
    output logic [63:0] PC
);
reg [63:0] PC_aux = 0;
assign PC= PC_aux;
always @(posedge clk) begin
    case (PCwrite)
        1'b1: PC_aux = PC_aux+1;
        1'b0: PC_aux = PC_aux+0;
        default PC_aux=0;
    endcase
end
endmodule
### /design/flow/run.sh
#!/bin/bash
# OpenROAD 26Q1-2900-gdf79404cd8, Yosys 0.63+post, stock flow scripts
make -C /OpenROAD-flow-scripts/flow DESIGN_CONFIG=/design/flow/config.mk WORK_HOME=/design/flow/orfs finish
### /design/flow/config.mk
export PLATFORM = sky130hd
export DESIGN_NAME = PC_control
export DESIGN_NICKNAME = PC_control
export VERILOG_FILES = /design/flow/design.v
export SDC_FILE = /design/flow/constraint.sdc
export NUM_CORES = 4
export LEC_CHECK = 1
export CORE_UTILIZATION = 30
### /design/flow/constraint.sdc
current_design PC_control

set clk_period 8.6
set clk_io_pct 0.2

create_clock -name clk0 -period $clk_period [get_ports {clk}]

set non_clock_inputs [all_inputs -no_clocks]
set_input_delay [expr $clk_period * $clk_io_pct] -clock clk0 $non_clock_inputs
set_output_delay [expr $clk_period * $clk_io_pct] -clock clk0 [all_outputs]
==> impl_metrics.toml <==
# synthesis and place-and-route metrics
[final_layout]
largest_register_ff_count = 64
final_area_um2 = 4290
layout-drive-gt1-share_pct = 9.14
regArea_um2 = 1920
n_fill_cell = 1024
comb_area_um2 = 1340
syn2layout_area_growth_pct = 29.5

[placement]
place_area_um2 = 4120
io_buffers = 65
dp_hpwl_mm = 4.64
place.gp.congestion = 0.808

[detailed_routing]
drt_iter0_drc = 125
drt_wl_total_mm = 6.91
first_pass_iters = 4
antenna_cells = 0
num_vias = 2346
final_antenna_net_count = 0
via_per_inst = 4.79
wl_per_cell_um = 14.1
drc = 0

[setup_path]
worst-r2r-setup-slack_ps = 6150
required_ps = 6880
r2r_end = "PC_aux[48]"
worstPathMaxFanout = 8
worstRegToRegCells = 5
crit_end = "PC[38]"
crit_path_end_kind = "output pin"
worstSetupPathType = "flip-flop to output pin"
worstPathArrival_ps = 1410
r2r-start = "PC_aux[9]"
max_stage_delay_ps = 540
slowest_stage = "edfxtp_1"
cp_top_family = "flip-flops"
path_cells = "clkdlybuf4s50_1"
cp.buffers_inverters = 1
start_kind = "flip-flop"
crit_cells = 1
startpoint = "PC_aux[38]"

[synthesis]
netlist_instances = 273
synth_area_per_cell_um2 = 12.1
synth-warning-count = 1
top_area_cell = "edfxtp_1"
yosysTopAreaCellShare_pct = 58.0
syn_area_um2 = 3320
ys_seq_elements = 64
ys_seq_share_pct = 58.0
common_cells = "64 x edfxtp_1, 34 x xor2_1, 32 x nand2_1, 28 x xnor2_1, 22 x nor2_1"
most_common_cell = "edfxtp_1"
synthArstFlopShare_pct = 0
area_leaders = "edfxtp_1 58%, xor2_1 9.0%, xnor2_1 7.4%, nand2_1 3.6%, nand4_1 3.4%"
synthFlopType = "edfxtp_1"
edf_count = 64
ys_area_um2 = 3320
yosysUniqueCellTypes = 26
yosys-stat-cells = 273

[timing]
hold_violations = 0
period_used_pct = 36.4
fin_skew_ps = 12.1
rsz0062_at_grt = "no"
setup_viol = 0
fin_setup_tns_ps = 0
fmax_ghz = 0.320
slew_headroom_pct = 51.4
timing.final.crit_period_ps = 3130
tightestPinTransition_ps = 723
slew_violations = 0

[global_routing]
antenna_found_initial = 0
grt_max_degree = 50
grt_pass1_wl_mm = 11.6
grt_usage_pct = 13.4
grt_remaining_overflow = 0
grt_pass1_vias = 2271

[clocking]
cts_hold_buffers = 0
numCtsBuffers = 9
cts_resized = 0
clock_path_buffers = 2
cts_tree = "built"
h-tree-depth = 3
clock_latency_ps = 350
path_clk_slew_ps = 70
root_buffer = "clkbuf_8"
clkSinkCount = 64
post_cts_buffers = 0

[power]
power_density_nw_per_um2 = 161
irDropWorstVdd_mv = 0.0888
comb_power_share_pct = 8.3
leakagePower_nw = 1.43
power_frac_seq_pct = 56.4
intPower_mw = 0.535
p_sw_share_pct = 22.5
power_frac_clock_pct = 35.3
p_switching_mw = 0.156

[die]
core_um2 = 10800
die_w_um = 107
die_area_um2 = 11500
rows = 38
die_h_um = 107
ioPinCount = 66
fp-utilization_pct = 30.7

[outcome]
status = "complete, no violations"

[flow_run]
warnings = 25
maxCapViolations = 0

[worst_hold_path]
hp-class = "flip-flop to flip-flop"
==> cells in the final DEF, fill, tap and decap left out, types with 2 or more instances in the layout <==
cell             Yosys  routed
nor3_1              12      12
xor2_1              34      34
and4_1               4       4
nand2_1             32      32
xnor2_1             28      28
nor3_2               9       9
inv_1                8       8
nand4_1             18      18
and3_1               3       3
nand3_1             21      21
clkbuf_8             0       9
clkdlybuf4s50_1      0      64
nor4_2               4       4
edfxtp_1            64      64
nor2_1              22      22
nor4_1               2       2
clkinv_2             0       3
==> per-stage QoR <==
step                worst slack [ps]  utilization, %  instances  hold slack [ps]  power [mW]
detailed placement              5520            38.1        475              606       0.454
finish                          5470            39.8        490              607       0.691
CTS                             5460            39.8        490              619       0.702
floorplan                       6460               -        273              547       0.407
global placement                5530            38.1        475              585       0.453
global route                    5410            39.8        490              644       0.722
==> area by class of cell <==
type | count | share of cell area [%]
sequential | 64 | 44.8
multi-input combinational | 197 | 31.1
timing repair buffer | 66 | 15.2
tap | 140 | 4.08
clock buffer | 10 | 2.97
clock inverter | 5 | 1.14
inverter | 8 | 0.700
==> logic make-up after synthesis <==
logic type    count (synthesis)  share of synthesized area (%)
flops                        64                           58.0
fa+ha+maj                     1                          0.377
buf+inv                      12                           1.74
xor+xnor                     62                           16.4
simple gates                134                           23.5
==> routing by layer <==
| layer | part of all wire (%) | global-route usage [%] | wire, um | vias to the layer above |
|---|---|---|---|---|
| li1 | - | - | - | 1138 |
| met1 | 48 | 21.2 | 3310 | 1143 |
| met2 | 45 | 19.7 | 3140 | 55 |
| met3 | 5.3 | 3.66 | 366 | 10 |
| met4 | 1.4 | 1.47 | 95 | 0 |
| met5 | 0 | 0 | 0 | - |
==> power groups by stage <==
stage / registers [mW] / clock network [mW] / logic, mW
CTS: 0.390 / 0.254 / 0.0582
global route: 0.393 / 0.265 / 0.0639
finish: 0.390 / 0.244 / 0.0570
==> worst min-delay path by stage <==
stage,startpoint,cells past startpoint,to,slack [ps]
after CTS,PC_aux[63],1,PC_aux[63],620
after global routing,PC_aux[63],1,PC_aux[63],640
final,PC_aux[63],1,PC_aux[63],610
Power figures rest on the tool's default switching activity, not on a simulated workload.
