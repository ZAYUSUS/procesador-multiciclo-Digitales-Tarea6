$ cat ./config.mk
export PLATFORM = sky130hd
export DESIGN_NAME = ALU_TOP
export DESIGN_NICKNAME = ALU_TOP
export VERILOG_FILES = /design/flow/design.v
export SDC_FILE = /design/flow/constraint.sdc
export NUM_CORES = 4
export LEC_CHECK = 1
export CORE_UTILIZATION = 40
$ cat ./constraint.sdc
current_design ALU_TOP

set clk_period 27.2
set clk_io_pct 0.2

create_clock -name clk0 -period $clk_period

set non_clock_inputs [all_inputs -no_clocks]
set_input_delay [expr $clk_period * $clk_io_pct] -clock clk0 $non_clock_inputs
set_output_delay [expr $clk_period * $clk_io_pct] -clock clk0 [all_outputs]
$ cat ./design.v
`timescale 1ns / 1ps
module ALU_TOP (
    input logic [63:0] ALUSrcA,  
    input logic [63:0] ALUSrcB,  
    input logic [2:0] ALUControl,  
    output logic [63:0] ALUResult  
);
always_comb begin
    case(ALUControl)
        3'b000: begin
            ALUResult = ALUSrcA + ALUSrcB;
        end
        3'b001: begin
            ALUResult = ALUSrcA - ALUSrcB;
        end
        3'b011: begin
            ALUResult = ALUSrcA | ALUSrcB;
        end
        3'b010: begin
            ALUResult = ALUSrcA & ALUSrcB;
        end
        3'b101: begin
            ALUResult = (ALUSrcA == ALUSrcB) ? 3'b001 : 3'b000;  
        end
        3'b110: begin
            ALUResult = (ALUSrcA != ALUSrcB) ? 3'b001 : 3'b000;  
        end
        default: begin
            ALUResult = 3'b000; 
        end
    endcase
end
endmodule
$ cat ./run.sh
#!/bin/bash
# OpenROAD 26Q1-2900-gdf79404cd8, Yosys 0.63+post, stock flow scripts
make -C /OpenROAD-flow-scripts/flow DESIGN_CONFIG=/design/flow/config.mk WORK_HOME=/design/flow/orfs finish
==> results.tsv <==
stage	metric	value	unit
die	die outline width	165	µm
sta	setup repair after global routing missed its margin	no	
synthesis	YS warnings	1	
die	core region area	0.0261	mm²
pwr	worst vdd rail ir drop	0.00925	mV
hold_path	Hold Path Class	primary input to output pin	
global_routing	initial antenna violation count	0	
detailed_routing	drc violations	0	
place	routability cong.	1.01	
detailed_routing	count of routing violations after the opening detailed-route iteration	1105	
sta	tightest slew margin relative to the limit	41.4	%
setup_path	cell chain of the critical path	clkdlybuf4s50_1 > inv_1 > ha_1 > fa_1 > o21bai_1 > a211oi_2 > o21ai_0 > o21ai_1 > nor3_1 > o21ai_0 > o21ai_0 > a31oi_1 > a2bb2oi_1 > xnor2_1 > o21a_1 > clkdlybuf4s50_1	
pwr	power density normalized to cell area	21.6	mW/mm²
hold_path	hold path cells	4	
global_routing	largest net degree at the start of global routing	74	
setup_path	CP max stage cell	sky130_fd_sc_hd__o21ai_0	
global_routing	remaining global-route overflow	0	
setup_path	Crit path top cell by count	sky130_fd_sc_hd__o21ai_0	
setup_path	CP Data Arrival Time	9980	ps
synthesis	Cells after Synth	1701	
place	Detailed Place HPWL	34.1	mm
finish	total area of multi-input combinational cells	0.00952	mm²
synthesis	AND/OR/NAND/NOR Cells, Area Fraction	22.3	%
setup_path	WP data required	21760	ps
synthesis	commonest cells in the netlist	sky130_fd_sc_hd__ha_1, sky130_fd_sc_hd__inv_1, sky130_fd_sc_hd__a21oi_1, sky130_fd_sc_hd__o21ai_0, sky130_fd_sc_hd__nor2_1	
sta	Max Clk Rate	0.0649	GHz
place	DP Worst Slack	11940	ps
detailed_routing	total routed wirelength	42.0	mm
global_routing	global routing usage summed across all routing layers	30.9	%
sta	accumulated negative setup slack	0	ps
sta	crit path time final	15420	ps
pwr	Lkg Pwr	5.62	nW
finish	Filler cells	2722	
setup_path	timing startpoint of the critical path	ALUSrcA[0]	
detailed_routing	routed vias/inst	5.85	
synthesis	average footprint of a synthesized cell	6.28	µm²
cts	cts hold-fix bufs	0	
setup_path	CP endpoint kind	output pin	
global_routing	via count of the first global-routing pass	11800	
sta	Finish-stage setup viols	0	
cts	Post-CTS Setup Bufs	0	
synthesis	top cells by area in the synthesized netlist	sky130_fd_sc_hd__ha_1, sky130_fd_sc_hd__a21oi_1, sky130_fd_sc_hd__o21ai_0	
synthesis	aoi share	37.1	%
die	effective utilization at floorplan	40.9	%
finish	share of cells above drive strength 1	2.65	%
setup_path	startpoint types	primary input	
setup_path	maximum net fanout on the critical path	4	
job	total of max-cap violations	0	
sta	transition at the pin with the smallest max-transition slack	869	ps
sta	final hold viol count	0	
synthesis	share of the yosys chip area belonging to registers	0	%
run_status	outcome	completed	
detailed_routing	total number of vias	12600	
finish	CLK BUF	0	
die	Cell Rows	59	
cts	Post-CTS Resized	0	
sta	number of pins with negative max-slew slack in the final report	0	
synthesis	cell accounting for the most synthesized area	sky130_fd_sc_hd__ha_1	
detailed_routing	WL/cell	19.6	µm
hold_path	worst min-delay path endpoint	ALUResult[60]	
synthesis	fa+ha+maj area frac	23.9	%
hold_path	startpoint of the lowest-slack hold path	ALUControl[0]	
synthesis	yosys cell count	1701	
place	tally of buffers added on design ports	195	
synthesis	area figure in the yosys stat output	0.0107	mm²
synthesis	area fraction in mux cells	1.24	%
synthesis	Distinct lib cells used	84	
synthesis	top cell type's share of synthesized area	23.6	%
sta	min setup slack post-route	11780	ps
synthesis	Netlist Area Pre-Place	0.0107	mm²
die	IO Count	195	
detailed_routing	number of detailed-routing iterations run before antenna repair	23	
job	warning total across the stage logs	169	
finish	Synth-to-Final Area Change	19.2	%
detailed_routing	number of antenna diodes	0	
synthesis	Logic family by area	AND-OR/OR-AND gates	
setup_path	class of the most critical setup path	primary input to output pin	
die	chip area	0.0274	mm²
die	vertical die dimension	165	µm
finish	num sequential	0	
synthesis	xor/xnor share of the synthesized area	4.67	%
setup_path	Crit path largest cell delay	790	ps
finish	register area	0	µm²
sta	period utilization	56.7	%
detailed_routing	ANT nets after route	0	
global_routing	wire length of the first global-routing pass	64.8	mm
-- area by class of cell --
class,count,area share (%)
Inverter,203,5.99
Multi-Input combinational cell,1401,74.8
Tap cell,335,3.29
Timing Repair Buffer,205,15.9
-- critical path, delay by kind of cell --
| family | cells | cell delay [ps] |
|---|---|---|
| adders and majority gates | 2 | 610 |
| xor gates and xnor gates | 1 | 150 |
| buffers and inverters | 3 | 1030 |
| AOI/OAI and AO/OA | 9 | 2490 |
| and+or+nand+nor | 1 | 260 |
-- stage by stage --
stage | hold WS (ps) | total power [mW] | cells | cell area (µm²) | util (%)
after floorplan | 11000 | 0.169 | 1701 | 10700 | -
after global placement | 11700 | 0.272 | 2144 | 12700 | 48.7
after detailed placement | 11680 | 0.270 | 2144 | 12700 | 48.7
after CTS | 11690 | 0.272 | 2144 | 12700 | 48.7
after global routing | 11710 | 0.302 | 2144 | 12700 | 48.7
final | 11690 | 0.275 | 2144 | 12700 | 48.7
-- metal layers --
metal | global-route usage, % | wire, µm | up-vias
met5 | 0 | 0 | -
met4 | 7.48 | 1050 | 0
met3 | 4.18 | 3330 | 64
met2 | 49.7 | 18800 | 542
met1 | 43.4 | 18800 | 5713
li1 | - | - | 6233
-- cell families (layout without fill, tap and decap cells) --
family          count (synthesis)  after routing
compound gates                619            619
xor+xnor                       57             57
fa+ha+maj                     203            203
buf+inv                       300            408
mux                            12             12
simple gates                  510            510
-- how the worst max path moves through the flow --
stage | end | cells past startpoint | slack (ps)
finish | ALUResult[62] | 16 | 11780
global route | ALUResult[62] | 16 | 11530
CTS | ALUResult[62] | 16 | 11910
-- cells in the final DEF (no fill, tap or decap), types with 22 or more instances in the layout --
cell	netlist	layout
sky130_fd_sc_hd__nor3_1	38	38
sky130_fd_sc_hd__nor2_1	157	157
sky130_fd_sc_hd__o21bai_1	32	32
sky130_fd_sc_hd__o22ai_1	34	34
sky130_fd_sc_hd__xnor2_1	51	51
sky130_fd_sc_hd__a211oi_1	24	24
sky130_fd_sc_hd__a21o_1	32	32
sky130_fd_sc_hd__o21ai_0	165	165
sky130_fd_sc_hd__ha_1	201	201
sky130_fd_sc_hd__clkdlybuf4s50_1	0	193
sky130_fd_sc_hd__o211ai_1	23	23
sky130_fd_sc_hd__inv_1	201	201
sky130_fd_sc_hd__nand2_1	150	150
sky130_fd_sc_hd__nor4_1	22	22
sky130_fd_sc_hd__a21oi_1	178	178
sky130_fd_sc_hd__nand4_1	28	28
sky130_fd_sc_hd__nand3_1	36	36
-- where the power goes --
part	total (mW)	switching, mW	leakage (nW)	internal [mW]
combinational	0.275	0.160	5.62	0.114
sequential	0	0	0	0
clock	0	0	0	0
total	0.275	0.160	5.62	0.114
Power and IR drop assume default switching activity.
