File: flow/run.sh
#!/bin/bash
# OpenROAD 26Q1-2900-gdf79404cd8, Yosys 0.63+post, stock flow scripts
make -C /OpenROAD-flow-scripts/flow DESIGN_CONFIG=/design/flow/config.mk WORK_HOME=/design/flow/orfs finish
File: flow/constraint.sdc
current_design Mux2_1

set clk_period 1.0
set clk_io_pct 0.2

create_clock -name clk0 -period $clk_period

set non_clock_inputs [all_inputs -no_clocks]
set_input_delay [expr $clk_period * $clk_io_pct] -clock clk0 $non_clock_inputs
set_output_delay [expr $clk_period * $clk_io_pct] -clock clk0 [all_outputs]
File: flow/config.mk
export PLATFORM = sky130hd
export DESIGN_NAME = Mux2_1
export DESIGN_NICKNAME = Mux2_1
export VERILOG_FILES = /design/flow/design.v
export SDC_FILE = /design/flow/constraint.sdc
export NUM_CORES = 4
export LEC_CHECK = 1
export CORE_AREA = 10 10 95 95
export DIE_AREA = 0 0 105 105
File: flow/design.v
module Mux2_1 (
    input logic [63:0] a,
    input logic [63:0] b,
    input  logic s,
    output logic [63:0] out
);
assign out = ( ~{64{s}} & a ) | ( {64{s}} & b );
endmodule 
==> ci_impl_report.md <==
## Implementation flow summary

| Metric | Value |
|---|---|
| Combinational share of power | 1.000 |
| CORE AREA | 6907 sq um |
| Met2 Usage GRT | 0.2242 |
| Peak supply drop | 0.1755 mV |
| Post-Route WL | 6723 um |
| Port bufs | 193 |
| OpenROAD warning count | 34 |
| Setup violators final | 64 |
| WHS | 0.7046 ns |
| Finished Layout Cells | 369 |
| Unique cell type count in the Yosys netlist | 4 |
| Crit path launch | s |
| Top cells by count, synth | 60 x mux2_4, 6 x buf_12, 4 x mux2_2, 1 x buf_6 |
| WS Path Type | input port to output pin |
| YS warnings | 0 |
| Max-slew headroom | 0.9314 |
| First-pass GRT wire length | 9494 um |
| P per Cell Area | 402.3 nW/um^2 |
| Global route hottest layer | met2 |
| Total gr overflow | 0 |
| Top-Level Pins | 193 |
| Internal | 0.9708 mW |
| Status | complete, but fails checks |
| Hold Vio Cnt, Final | 0 |
| Met1 Resource Use GR | 0.1062 |
| P_leak | 1.689 nW |
| Worst Path Arrival | 1.00 ns |
| Violated checks | setup timing |
| Psw | 0.2885 mW |
| Worst min path class | input port to output pin |
| Yosys Chip Area | 1077 sq um |
| Initial Utilization | 0.1560 |
| Die Width | 105 um |
| Min Tclk post-route | 1.197 ns |
| Setup crit end | out[12] |
| Least-Margin Pin Slew | 0.1029 ns |
| # Cells Yosys | 71 |
| Largest cells by area | mux2_4 84%, buf_12 11%, mux2_2 4.2% |
| Pins over their slew limit | 0 |
| Fmax | 835.5 MHz |
| Synth area leader | mux2_4 |
| Required time of the critical path | 0.80 ns |
| Gate Count Post-Synth | 71 |
| Syn-to-layout area delta | 190.6% |
| DP Wirelength | 6063 um |
| Setup tns final | -6.801 ns |
| Dpl cells | 359 |
| Final ANT Viol Nets | 0 |
| Vias in the first global route | 1573 |
| Antenna Cells | 0 |
| CP Capture Type | output pin |
| Num sequential | 0 |
| Count leader, synth | mux2_4 |
| Tot Pwr | 1.259 mW |
| Grt met3 use | 0.03913 |
| Pre-antenna DRT Iters | 4 |
| Vias | 1354 |
| GPL Wtd Cong | 0.7179 |
| Die Size | 11030 sq um |
| Max capacitance violation total | 0 |
| Largest net degree at the start of global routing | 13 |
| Register share after synthesis | 0 |
| Area share, top type | 0.8362 |
| DR iter-0 viols | 11 |
| Syn avg cell area | 15.17 sq um |
| Per-cell routed wire length | 18.22 um |
| RSZ-0062 raised after global routing | true |
| Crit path launch type | input port |
| Flop pwr share | 0 |
| Layout cells sized above 1 | 0.5311 |
| Initial antenna violation count | 0 |
| Fin crit share | 1.197 |
| Switching portion of total power | 0.2291 |
| GR Util All Layers | 0.1094 |
| Cell Area, Synth | 1077 sq um |
| Number of clock buffers in the layout | 0 |
| Cell Rows | 30 |
| Critical path fanouts, max | 7 |
| Clock network fraction of total power | 0 |
| Die Y | 105 um |
| # DRC | 0 |
| Setup WS post-layout | -0.1969 ns |
| Register Area | 0 sq um |
| Via density per instance | 3.669 |
==> power by group through the flow <==
stage	clock, mW	combinational (mW)	sequential, mW
5_1_grt	0	1.35	0
4_1_cts	0	1.23	0
6_report	0	1.26	0
==> worst max-delay path: stages <==
cell and delay (ns):
buf_16 0.12, buf_12 0.13, buf_12 0.13, mux2_4 0.30
buf_6 0.11
==> cell type report <==
type,instances,area [sq um]
fill,683,3776
multi-input combinational,64,957.2
tap,96,120.1
timing repair buffer,209,2053
==> per-stage QoR <==
step / utilization / instance area (sq um) / worst slack (ns)
CTS: 0.4364 / 3014 / -0.2112
global route: 0.4533 / 3131 / -0.2190
detailed placement: 0.4475 / 3090 / -0.5491
global placement: 0.4475 / 3090 / -0.5590
finish: 0.4533 / 3131 / -0.1969
floorplan: - / 1077 / 0.002550
==> timing repair <==
action,CTS,global route
resized,356,18
gates cloned,2,0
setup buffers,6,3
hold buffers,0,0
hold endpoints to repair,0,0
endpoints found under the setup margin,64,63
==> layer usage <==
metal,vias to the layer above,part of all wire
li1,677,-
met1,604,0.33
met2,73,0.58
met3,0,0.088
met4,0,0
met5,-,0
==> cell usage in the layout, fill, tap and decap left out, drive strengths merged <==
cell           count
dlygate4sd2      104
buf               81
mux2              64
clkdlybuf4s50     18
dlymetal6s2s       4
clkdlybuf4s15      2
==> worst min path at each step <==
stage / to / slack [ns] / depth (start not counted) / from
finish: out[53] / 0.70 / 3 / b[53]
global route: out[53] / 0.73 / 3 / b[53]
CTS: out[63] / 0.75 / 3 / s
==> cell families after synthesis <==
kind of cell	share of synthesized area
buf+inv	0.1220
mux	0.8780
No activity file was given, so power comes from the tool's default toggle rates.
